`flow/run.sh`:
```
#!/bin/bash
# OpenROAD 26Q1-2900-gdf79404cd8, Yosys 0.63+post, stock flow scripts
make -C /OpenROAD-flow-scripts/flow DESIGN_CONFIG=/design/flow/config.mk WORK_HOME=/design/flow/orfs finish
```
`flow/config.mk`:
```
export PLATFORM = sky130hd
export DESIGN_NAME = config_multiplier_8bit
export DESIGN_NICKNAME = config_multiplier_8bit
export VERILOG_FILES = /design/flow/design.v
export SDC_FILE = /design/flow/constraint.sdc
export NUM_CORES = 4
export LEC_CHECK = 1
export CORE_UTILIZATION = 50
```
`flow/design.v`:
```
module config_multiplier_4bit (
    input logic signed [3:0] multiplier,
    input logic signed [3:0] multiplicand,
    input logic halvedPrecision,
    input logic continueHigher,
    input bit invertFirstBit,
    input bit invertSecondRow,
    output logic signed [7:0] product
);
    logic [3:0] partialMultTopRight;
    logic [3:0] partialMultTopLeft;
    logic [3:0] partialMultBottomRight;
    logic [3:0] partialMultBottomLeft;
    logic [7:0] partialMultTopRightExtend;
    logic [7:0] partialMultTopLeftExtend;
    logic [7:0] partialMultBottomRightExtend;
    logic [7:0] partialMultBottomLeftExtend;
    logic [7:0] correctionOnes8bit;
    logic [3:0] correctionOnes4bit;
    logic [7:0] fullProduct;
    logic [7:0] halvedProducts;
    assign partialMultTopRightExtend = {4'b0, partialMultTopRight};
    assign partialMultTopLeftExtend = {2'b0, partialMultTopLeft, 2'b0};
    assign partialMultBottomRightExtend = {2'b0, partialMultBottomRight, 2'b0};
    assign partialMultBottomLeftExtend = {partialMultBottomLeft, 4'b0};
    assign correctionOnes8bit = continueHigher? 8'b0000_0000 : 8'b1001_0000;
    assign correctionOnes4bit = 4'b1100;
    assign fullProduct =
    partialMultTopRightExtend +
    partialMultTopLeftExtend +
    partialMultBottomRightExtend +
    partialMultBottomLeftExtend +
    correctionOnes8bit;
    assign halvedProducts = {
        partialMultBottomLeft + correctionOnes4bit,
        partialMultTopRight + correctionOnes4bit
        };
    assign product = halvedPrecision ? halvedProducts : fullProduct;
    mult_2bit multTopRight (
        .multiplier(multiplier[1:0]),
        .multiplicand(multiplicand[1:0]),
        .product(partialMultTopRight),
        .invertFirstBit(halvedPrecision),
        .invertSecondRow(halvedPrecision)
    );
    mult_2bit multTopLeft (
        .multiplier(multiplier[1:0]),
        .multiplicand(multiplicand[3:2]),
        .product(partialMultTopLeft),
        .invertFirstBit(invertFirstBit),
        .invertSecondRow(1'b0)
    );
    mult_2bit multBottomRight (
        .multiplier(multiplier[3:2]),
        .multiplicand(multiplicand[1:0]),
        .product(partialMultBottomRight),
        .invertFirstBit(1'b0),
        .invertSecondRow(invertSecondRow)
    );
    mult_2bit multBottomLeft (
        .multiplier(multiplier[3:2]),
        .multiplicand(multiplicand[3:2]),
        .product(partialMultBottomLeft),
        .invertFirstBit(halvedPrecision ? 1'b1 : invertFirstBit),
        .invertSecondRow(halvedPrecision ? 1'b1 : invertSecondRow)
    );
endmodule
module config_multiplier_8bit (
    input logic signed [7:0] multiplier,
    input logic signed [7:0] multiplicand,
    input logic [1:0] halvedPrecision,
    output logic signed [15:0] product
);
    logic [7:0] partialMultTopRight;
    logic [7:0] partialMultTopLeft;
    logic [7:0] partialMultBottomRight;
    logic [7:0] partialMultBottomLeft;
    logic [15:0] partialMultTopRightExtend;
    logic [15:0] partialMultTopLeftExtend;
    logic [15:0] partialMultBottomRightExtend;
    logic [15:0] partialMultBottomLeftExtend;
    logic [15:0] correctionOnes16bit;
    logic [15:0] fullProduct;
    logic [15:0] halvedProducts;
    assign partialMultTopRightExtend = {8'b0, partialMultTopRight};
    assign partialMultTopLeftExtend = {4'b0, partialMultTopLeft, 4'b0};
    assign partialMultBottomRightExtend = {4'b0, partialMultBottomRight, 4'b0};
    assign partialMultBottomLeftExtend = {partialMultBottomLeft, 8'b0};
    assign correctionOnes16bit = 16'b1000_0001_0000_0000;
    assign fullProduct =
    partialMultTopRightExtend +
    partialMultTopLeftExtend +
    partialMultBottomRightExtend +
    partialMultBottomLeftExtend +
    correctionOnes16bit;
    assign halvedProducts = {
        partialMultBottomLeft,
        partialMultTopRight
    } ;
    assign product = (halvedPrecision[1] | halvedPrecision[0]) ? halvedProducts : fullProduct;
    config_multiplier_4bit multTopRight (
        .multiplier(multiplier[3:0]),
        .multiplicand(multiplicand[3:0]),
        .product(partialMultTopRight),
        .invertFirstBit(halvedPrecision[1]),
        .invertSecondRow(halvedPrecision[1]),
        .halvedPrecision(halvedPrecision[0]),
        .continueHigher(halvedPrecision == 2'b0)
    );
    config_multiplier_4bit multTopLeft (
        .multiplier(multiplier[3:0]),
        .multiplicand(multiplicand[7:4]),
        .product(partialMultTopLeft),
        .invertFirstBit(1'b1),
        .invertSecondRow(1'b0),
        .halvedPrecision(halvedPrecision[0]),
        .continueHigher(halvedPrecision == 2'b0)
    );
    config_multiplier_4bit multBottomRight (
        .multiplier(multiplier[7:4]),
        .multiplicand(multiplicand[3:0]),
        .product(partialMultBottomRight),
        .invertFirstBit(1'b0),
        .invertSecondRow(1'b1),
        .halvedPrecision(halvedPrecision[0]),
        .continueHigher(halvedPrecision == 2'b0)
    );
    config_multiplier_4bit multBottomLeft (
        .multiplier(multiplier[7:4]),
        .multiplicand(multiplicand[7:4]),
        .product(partialMultBottomLeft),
        .invertFirstBit(halvedPrecision[1] ? 1'b1 : 1'b1),
        .invertSecondRow(halvedPrecision[1] ? 1'b1 : 1'b1),
        .halvedPrecision(halvedPrecision[0]),
        .continueHigher(halvedPrecision == 2'b0)
    );
endmodule
module mult_2bit (
    input logic [1:0] multiplier,
    input logic [1:0] multiplicand,
    output logic [3:0] product,
    input logic invertFirstBit,
    input logic invertSecondRow
);
    logic [1:0] firstTerm;
    logic [1:0] secondTerm;
    logic [1:0] tempFirstTerm;
    logic [1:0] tempSecondTerm;
    assign tempFirstTerm = multiplier[0] ? multiplicand : 0;
    assign firstTerm = invertFirstBit ? {~tempFirstTerm[1], tempFirstTerm[0]} : tempFirstTerm;
    assign tempSecondTerm = multiplier[1] ?
    (invertSecondRow ? ~multiplicand : multiplicand) :
    (invertSecondRow ? 2'b11 : 2'b00);
    assign secondTerm = invertFirstBit ? {~tempSecondTerm[1], tempSecondTerm[0]} : tempSecondTerm;
    assign product = {1'b0, firstTerm} + {secondTerm, 1'b0};
endmodule
```
`flow/constraint.sdc`:
```
current_design config_multiplier_8bit

set clk_period 17.9
set clk_io_pct 0.2

create_clock -name clk0 -period $clk_period

set non_clock_inputs [all_inputs -no_clocks]
set_input_delay [expr $clk_period * $clk_io_pct] -clock clk0 $non_clock_inputs
set_output_delay [expr $clk_period * $clk_io_pct] -clock clk0 [all_outputs]
```
==> out/metrics.csv <==
stage,metric,value,unit
sta,finalSetupTns,0,ns
sta,setup_viol,0,
min_path,hold_class,in -> out,
layout,seqCellArea,0,sq um
detailed_routing,vias,2772,
layout,seq_cell_count,0,
detailed_routing,drc,0,
layout,clock_buffers,0,
synth,synth.logic.top_family,adder cells,
synth,syn_avg_cell_area,8.06,sq um
grt,grt_pass1_vias,2804,
die,core.rowCount,30,
placed_design,place.detailed.hpwl,6410,um
detailed_routing,wl,7510,um
detailed_routing,num_antenna_cells,0,
sta,worst_slack,3.58,ns
die,coreArea,6870,sq um
grt,gr-total-overflow,0,
flow_run,maxCapViolCount,0,
die,dieArea,7550,sq um
placed_design,place_ws,3.56,ns
grt,grt_max_degree,50,
synth,synth_stat.cells,447,
synth,ys_types,36,
synth,simple_gate_area_frac,0.141,
sta,slew_headroom,0.579,
power_and_ir_drop,p_leak,2.10,nW
min_path,hold_path_depth,5,
clocking,holdBufCountCts,0,
placed_design,gp_congestion,0.839,
clocking,postCtsSetupBuffers,0,
clocking,cts_resized,0,
layout,fin_util,0.583,
layout,final_cell_mix,"ha_1, inv_1, nand2_1",
flow_run,openroad.warnings,40,
layout,lay_top_count,ha_1,
synth,mux_area_frac,0.0479,
sta,max_freq,69.8,MHz
synth,top_area_cell,ha_1,
layout,drive_gt1_frac,0.0107,
worst_setup_path,startpoint_type,primary input,
die,core_util_floorplan,0.525,
synth,netlist_instances,447,
sta,maxSlewViolCount,0,
worst_setup_path,crit_fanout,8,
synth,yosys_warnings,0,
synth,yosys-top-cells-area,"ha_1, fa_1, inv_1",
sta,min_period,14.32,ns
synth,syn-cell-area,3600,sq um
detailed_routing,drtIter0Drc,54,
synth,xor_area_frac,0.125,
status,status,"finished, final reports clean",
worst_setup_path,end_kind,output pin,
layout,n_fill_cell,657,
die,io_pins,34,
sta,hold_ws,8.18,ns
sta,rsz0062_at_grt,false,
synth,ys_seq_share,0,
detailed_routing,ant_nets,0,
grt,grt_usage,0.231,
worst_setup_path,cp.arrival,10.74,ns
detailed_routing,avgRoutedWirePerCell,13.3,um
grt,antenna_found_initial,0,
power_and_ir_drop,ir_worst_vdd,0.160,mV
worst_setup_path,crit_required,14.32,ns
sta,finalClockPeriodUsage,0.800,
die,dieHeight,86.9,um
die,die_x,86.9,um
placed_design,numPortBuffers,34,
synth,adder_share,0.498,
power_and_ir_drop,power_per_cell_area,104,nW/um^2
layout,area_delta_synth_final,11.1,%
grt,grt_pass1_wl,13200,um
detailed_routing,first_pass_iters,4,
sta,hold_violations,0,
worst_setup_path,crit_type,in -> out,
synth,yosys.area.top_type_share,0.337,
synth,ys_chip_area,3600,sq um
sta,tightest_slew,0.631,ns
detailed_routing,vias_per_cell,4.91,
synth,synth.cellmix.compoundShare,0.0764,
## per-layer routing
metal  up-vias  GRT usage  share of wire
met5         -          0              0
met4         0    0.00606         0.0035
met3         2     0.0212          0.037
met2        39      0.394           0.46
met1      1264      0.345           0.50
li1       1467          -              -
## synth_stat cells, types with 2 or more instances
| cell type | instances |
|---|---|
| ha_1 | 97 |
| inv_1 | 89 |
| nand2_1 | 52 |
| xnor2_1 | 38 |
| and2_1 | 29 |
| fa_1 | 29 |
| a21oi_1 | 15 |
| mux2i_1 | 15 |
| o21ai_0 | 14 |
| xor2_1 | 11 |
| clkbuf_1 | 8 |
| a21o_1 | 6 |
| nor2b_1 | 6 |
| a31oi_1 | 4 |
| buf_2 | 4 |
| nor2_1 | 4 |
| nand3_1 | 3 |
| buf_1 | 2 |
| mux2_2 | 2 |
| nand4b_1 | 2 |
| o211ai_1 | 2 |
## path summary, 6_finish.rpt
path / from / end / slack [ns]
hold / removal: halvedPrecision[0] / product[7] / 8.18
setup / recovery: multiplicand[1] / product[14] / 3.58
## worst max-delay path: stages
cell and delay, ns:
clkdlybuf4s50_1 0.64, nand2_1 0.11, xnor2_1 0.14, ha_1 0.24
ha_1 0.30, ha_1 0.16, inv_1 0.05, fa_1 0.38
xor2_1 0.17, fa_1 0.51, fa_1 0.51, inv_1 0.04
ha_1 0.22, fa_1 0.38, xor2_1 0.17, o21ai_0 0.37
fa_1 0.47, inv_1 0.07, ha_1 0.23, ha_1 0.23
fa_1 0.41, a21o_1 0.21, nand3_1 0.13, a31oi_1 0.14
and4_1 0.22, nor3_1 0.18, clkdlybuf4s50_1 0.49
## where the power goes
part	total [mW]	internal (mW)	switching, mW	leakage, nW
Sequential	0	0	0	0
Combinational	0.416	0.206	0.210	2.10
Clock	0	0	0	0
## area by class of cell
| class | count | area, sq um | area share |
|---|---|---|---|
| well taps | 96 | 120 | 0.0300 |
| inverters | 89 | 334 | 0.0834 |
| multi-input cells | 343 | 3200 | 0.799 |
| repair buffers | 36 | 350 | 0.0874 |
## metrics by stage
step                instances  power [mW]  area, sq um
finish                    564       0.416         4010
global placement          564       0.415         4010
CTS                       564       0.422         4010
detailed placement        564       0.418         4010
global route              564       0.482         4010
floorplan                 447       0.301         3600
## kinds of logic after synthesis
family / after synthesis
AND-OR/OR-AND: 47
XOR/XNOR: 50
adder cells (fa/ha/maj): 126
buffers and inverters: 104
multiplexers: 17
AND/OR/NAND/NOR: 103
Power is estimated from default activity; no workload was simulated.
