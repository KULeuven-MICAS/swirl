==> /design/flow/design.v <==
module config_adder #(parameter int P = 8) (
    input logic [P-1:0] a,
    input logic [P-1:0] b,
    input logic halvedPrecision,
    output logic [P+1:0] sum
);
    logic [P-1:0] carry;
    logic halfwayCarry;
    logic [P-1:0] halfwaySum;
    assign halfwayCarry = halvedPrecision ? 0 : carry[P/2-1];
    assign sum[P/2-1:0] = halfwaySum[P/2-1:0];
    assign sum[P+1] = (a[P-1] ^ b[P-1]) ? halfwaySum[P-1] : carry[P-1];
    always_comb begin
        if (halvedPrecision) begin
            sum[P/2] = (a[P/2-1] ^ b[P/2-1]) ? sum[P/2-1] : carry[P/2-1];
            sum[P:P/2+1] = halfwaySum[P-1:P/2];
        end else begin
            sum[P/2] = halfwaySum[P/2];
            sum[P-1:P/2] = halfwaySum[P-1:P/2];
            sum[P] = sum[P+1];
        end
    end
    genvar i;
    generate
            half_adder ha (
                .a(a[0]),
                .b(b[0]),
                .sum(halfwaySum[0]),
                .carry(carry[0])
            );
        for (i = 1; i < P/2; i++) begin : gen_adder_lsb
            full_adder fa (
                .a(a[i]),
                .b(b[i]),
                .cin(carry[i-1]),
                .sum(halfwaySum[i]),
                .cout(carry[i])
            );
        end
        full_adder fa (
                .a(a[P/2]),
                .b(b[P/2]),
                .cin(halfwayCarry),
                .sum(halfwaySum[P/2]),
                .cout(carry[P/2])
            );
        for (i = P/2+1; i < P; i++) begin : gen_adder_msb
            full_adder fa (
                .a(a[i]),
                .b(b[i]),
                .cin(carry[i-1]),
                .sum(halfwaySum[i]),
                .cout(carry[i])
            );
        end
    endgenerate
endmodule
module full_adder (
    input logic a,
    input logic b,
    input logic cin,
    output logic sum,
    output logic cout
);
    assign {cout, sum} = a + b + cin;
endmodule
module half_adder (
    input logic a,
    input logic b,
    output logic sum,
    output logic carry
);
    assign {carry, sum} = a + b;
endmodule
==> /design/flow/run.sh <==
#!/bin/bash
# OpenROAD 26Q1-2900-gdf79404cd8, Yosys 0.63+post, stock flow scripts
make -C /OpenROAD-flow-scripts/flow DESIGN_CONFIG=/design/flow/config.mk WORK_HOME=/design/flow/orfs finish
==> /design/flow/config.mk <==
export PLATFORM = sky130hd
export DESIGN_NAME = config_adder
export DESIGN_NICKNAME = config_adder
export VERILOG_FILES = /design/flow/design.v
export SDC_FILE = /design/flow/constraint.sdc
export NUM_CORES = 4
export LEC_CHECK = 1
export CORE_AREA = 10 10 70 70
export DIE_AREA = 0 0 80 80
==> /design/flow/constraint.sdc <==
current_design config_adder

set clk_period 9.8
set clk_io_pct 0.2

create_clock -name clk0 -period $clk_period

set non_clock_inputs [all_inputs -no_clocks]
set_input_delay [expr $clk_period * $clk_io_pct] -clock clk0 $non_clock_inputs
set_output_delay [expr $clk_period * $clk_io_pct] -clock clk0 [all_outputs]
==> results.json <==
{
  "yosys-top-cells-area": "fa_1 (52%), inv_1 (11%), buf_4 (9.8%), mux2i_1 (6.5%), mux2_4 (4.9%)",
  "post_cts_resized": 0,
  "highest_layer": "met3",
  "grt_pass1_wl_um": 1290,
  "syn_inst": 31,
  "via_per_inst": 2.747,
  "ys_sh_xor_pct": 0,
  "grt_overflow_total": 0,
  "grt_max_degree": 9,
  "wl_met1_um": 428,
  "dp_hpwl_um": 825.7,
  "hold_viol": 0,
  "slew_headroom_pct": 79.32,
  "syn_area_per_cell_sq_um": 9.889,
  "max_cap_viol_count": 0,
  "timing.hold.ws_ns": 4.950,
  "yosysTopAreaCell": "fa_1",
  "regArea_sq_um": 0,
  "wirelength_um": 839,
  "setup_tns_ns": 0,
  "synth.logic.top_family": "adder cells",
  "outcome": "finished, final reports clean",
  "top_cell_area_share_pct": 52.24,
  "route.met3.wl_um": 204,
  "area_growth_pct": 93.47,
  "wl_per_cell_um": 8.475,
  "critPathSlowestCell": "clkdlybuf4s50_1",
  "yosysWarnings": 1,
  "crit_path_end_kind": "primary output",
  "cp_data_arrival_time_ns": 6.01,
  "antenna_found_initial": 0,
  "yosys.area_share.simple_pct": 4.490,
  "aoi_share_pct": 3.265,
  "powerDensity_nw_per_um2": 55.13,
  "fp_util_pct": 8.974,
  "cpPeakStageDelay_ns": 0.50,
  "worstMarginPinSlew_ns": 0.3092,
  "yosys_area_sq_um": 306.5,
  "timing.fmax_mhz": 125.4,
  "hp-start": "b[0]",
  "vias": 272,
  "hold_path.class": "in2out",
  "power_mw": 0.03270,
  "flops": 0,
  "whs_endpoint": "sum[0]",
  "worstPathMaxFanout": 2,
  "p_leak_nw": 0.2514,
  "critPathLaunchType": "input port",
  "layout_top_cell": "clkdlybuf4s50_1",
  "core_sq_um": 3416,
  "portBuffers": 27,
  "synthDistinctLibCells": 12,
  "pin_count": 27,
  "final_cell_mix": "clkdlybuf4s50_1 (27), inv_1 (9), fa_1 (8), mux2i_1 (2)",
  "rsz0062_at_grt": "no",
  "drive_gt1_share_pct": 1.887,
  "setup_viol": 0,
  "worstPathRequired_ns": 7.84,
  "grt_pass1_vias": 323,
  "post-cts-setup-buffer-count": 0,
  "whs_path_depth": 3,
  "warnings": 33,
  "drcViolationCount": 0,
  "finalMaxSlewViolations": 0,
  "yosys_cells": 31,
  "first_pass_iters": 2,
  "wl_met2_um": 207,
  "ys_seq_share_pct": 0,
  "critPathKind": "in2out",
  "grt_use_total_pct": 2.448,
  "clkbuf_count": 0,
  "first_iter_violations": 1,
  "path_cells": "clkdlybuf4s50_1 > ha_1 > fa_1 > fa_1 > fa_1 > nand2b_1 > fa_1 > inv_1 > fa_1 > fa_1 > fa_1 > inv_1 > o21ai_0 > clkdlybuf4s50_1",
  "period_used_pct": 81.34,
  "synth_area_sq_um": 306.5,
  "path_common_cell": "fa_1",
  "period_needed_ns": 7.972,
  "dieArea_sq_um": 6400,
  "cts_hold_buffers": 0,
  "die_y_um": 80,
  "peakVddDrop_v": 0.00001949,
  "num_rows": 21,
  "gp_congestion": 0.8220,
  "adder_share_pct": 56.33,
  "ant_nets": 0,
  "diodes": 0,
  "ys_sh_mux_pct": 11.43,
  "fp.dieW_um": 80
}
layout make-up:
class	count	area (sq um)
timing repair buffer	27	270.3
inverter	9	33.78
fill	394	2823
tap	46	57.56
multi-input combinational	17	231.5
how the worst max path moves through the flow:
stage / from / end
CTS: a[0] / sum[7]
global route: a[0] / sum[7]
finish: a[0] / sum[7]
layer usage:
metal	global-route usage [%]	up-vias
met5	0	-
met4	0	0
met3	2.159	0
met2	2.970	27
met1	3.322	115
li1	-	130
power breakdown:
group	switching, mW	leakage [nW]	total, mW	internal, mW
Sequential	0	0	0	0
Clock	0	0	0	0
Combinational	0.00946	0.251	0.0327	0.0232
synth_stat cells:
cell and instances:
nand2_1 1, a21oi_1 1, fa_1 8, mux2_4 1
o21ai_0 1, nor2_1 1, buf_4 4, buf_6 1
inv_1 9, nand2b_1 1, mux2i_1 2, ha_1 1
cell families after synthesis:
kind of cell / count (synthesis)
buffers and inverters: 14
multiplexers: 3
AND-OR/OR-AND: 2
adder cells (fa/ha/maj): 9
AND/OR/NAND/NOR: 3
worst max-delay path, delay by kind of cell:
family | cells | cell delay, ns
buffers and inverters | 4 | 0.99
and+or+nand+nor | 1 | 0.10
AOI/OAI and AO/OA | 1 | 0.14
adders and majority gates | 8 | 2.80
per-stage QoR:
stage,instances,utilization (%),instance area (sq um),setup WS [ns]
CTS,99,17.36,593.1,1.769
global route,99,17.36,593.1,1.567
floorplan,31,-,306.5,2.925
global placement,99,17.36,593.1,1.815
finish,99,17.36,593.1,1.829
detailed placement,99,17.36,593.1,1.792
No activity file was given, so power comes from the tool's default toggle rates.
