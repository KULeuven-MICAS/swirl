==> flow/design.v <==
module bitwise_add #(
    parameter int P = 32
)(
    input logic [P-1:0] a,
    input logic [P-1:0] b,
    output logic [P-1:0] sum
);
    always_comb begin
        sum = a + b;
        if (a[P-1] == 0 && b[P-1] == 0 && sum[P-1] == 1) begin  
        sum = {1'b0, {(P-1){1'b1}}};
        end
        else if (a[P-1] == 1 && b[P-1] == 1 && sum[P-1] == 0) begin  
        sum = {1'b1, {(P-1){1'b0}}};
        end
    end
endmodule
==> flow/run.sh <==
#!/bin/bash
# OpenROAD 26Q1-2900-gdf79404cd8, Yosys 0.63+post, stock flow scripts
make -C /OpenROAD-flow-scripts/flow DESIGN_CONFIG=/design/flow/config.mk WORK_HOME=/design/flow/orfs finish
==> flow/config.mk <==
export PLATFORM = sky130hd
export DESIGN_NAME = bitwise_add
export DESIGN_NICKNAME = bitwise_add
export VERILOG_FILES = /design/flow/design.v
export SDC_FILE = /design/flow/constraint.sdc
export NUM_CORES = 4
export LEC_CHECK = 1
export CORE_AREA = 10 10 91 91
export DIE_AREA = 0 0 101 101
==> flow/constraint.sdc <==
current_design bitwise_add

set clk_period 27.3
set clk_io_pct 0.2

create_clock -name clk0 -period $clk_period

set non_clock_inputs [all_inputs -no_clocks]
set_input_delay [expr $clk_period * $clk_io_pct] -clock clk0 $non_clock_inputs
set_output_delay [expr $clk_period * $clk_io_pct] -clock clk0 [all_outputs]
==> run notes <==
yosys + openroad results -> Tmin final=14,540 ps, Post CTS Setup Buffer Count=0, All-Layer GR Usage=11.85%, remaining global-route overflow=0, final worst-path cycle share=53.27%, Post-Layout Cell Count=440, Yosys chip area=2028 um^2, Pleak=1.216 nW, Synth cell types=51, status=finished, final reports clean, Startpoint Class=primary input, top cells by count, synth=o21ai_0 (43), ha_1 (33), a21oi_1 (28), nor2_1 (20), nand2_1 (19), measured slew at the worst slew-check pin=around 870 ps, WS Path Type=primary input to primary output, hold path cells=5, Antenna Nets Post-Route=0, area of the multi-input gates=1846 um^2, Worst setup EP type=primary output, Fill cells=635, IO buf count=96, Critical Path RT=21,840 ps, Switching Fraction=40.47%, first-pass GRT wire length=10.51 mm, Yosys Instances=282, synthesized instance count=approximately 280, sw power=about 32 uW, hold buffer count at cts=0, row count=29, die width=between 100 and 150 um, Internal Pwr Total=47.03 uW, placed cells=440, max cap viols=0, Largest stage delay, worst path=710 ps, Cell Chain, Critical Path=clkdlybuf4s50_1 -> ha_1 -> o211ai_1 -> o21ai_2 -> a31o_4 -> a31oi_4 -> o31a_1 -> o31a_4 -> mux2i_4 -> o21ai_0 -> clkdlybuf4s50_1, Cell area leaders=ha_1 (20%), o21ai_0 (11%), a21oi_1 (6.9%), DRC=0, Synth top area share=20.36%, flop count=0, Initial Utilization=31.94%, crit-path leading delay family=AND-OR/OR-AND gates, Yosys warnings=1, HP Class=primary input to primary output, Setup TNS=0 ps, Reg area=0 um^2, initial antenna violation count=0, unrepaired setup endpoints after global routing=no, Peak VDD IR=around 11 uV, post-cts gate resize count=0, final setup violation count=0, top-count cell post-synth=o21ai_0, GPL Wtd Cong=0.8498, Clock Power Share=0%, Iteration-0 DRC Markers=approximately 110, worst-path maximum fanout=32, Vias/cell=5.225, FMAX=0.06876 GHz, Synth Seq Share=0%, vias in the first global route=roughly 2,300, CP most frequent cell=clkdlybuf4s50_1, drt wl/cell=14.34 um, worst path arrival time=9080 ps, Layout clock buffers=0, router iterations before antenna repair=4, crit path buf inv count=2, Slew headroom=40.79%, Avg Cell Area, Syn=7.192 um^2, layout cells sized above 1=3.857%, Mapped Area=2028 um^2, Routed WL=6.311 mm, Comb power frac=100.0%, largest net degree at the start of global routing=33, antenna diode count=0, num ports=roughly 96, Yosys top cell by area=ha_1, Worst path slowest cell=mux2i_4, sequential power share=0%, DPL Wire Length=5.389 mm, Fin. Hold Viols=0, Vias=2,299, die area=10,200 um^2, Area Growth Syn to Fin=44.79%, core region area=6350 um^2, Die Y=101 um, count of tool warnings=33, critical path depth in cells=11, final slew viol count=0, power per cell area=roughly 27 nW/um^2
[power groups by stage]
stage,clock (mW),sequential (mW),combinational [mW]
6_report,0,0,0.0790
5_1_grt,0,0,0.0889
4_1_cts,0,0,0.0805
[layout make-up]
| cell class | count | share of cell area [%] |
|---|---|---|
| multi-input cells | 258 | 62.85 |
| repair buffers | 96 | 32.72 |
| well taps | 77 | 3.281 |
| inverters | 9 | 1.150 |
[per-layer routing]
metal | track usage (%) | wire [um] | vias up
met3 | 3.604 | 598 | 2
met1 | 15.91 | 2965 | 998
met2 | 19.26 | 2729 | 73
met5 | 0 | 0 | -
li1 | - | - | 1226
met4 | 0.3215 | 17 | 0
[layout by cell type, fill, tap and decap left out, drive strengths merged, types with 3 or more instances in the layout]
master	netlist	layout
a21o	16	16
a31oi	6	6
o31ai	4	4
inv	9	9
or2b	3	3
nor2	20	20
o21ai	44	44
o21bai	4	4
a211oi	6	6
o211ai	4	4
nand3	3	3
a21oi	29	29
nand4	7	7
nand2	19	19
nor3	8	8
xnor2	13	13
xor2	13	13
clkdlybuf4s50	0	96
ha	33	33
[cells by family (layout without fill, tap and decap cells)]
group / Yosys count / after routing / synth area share (%)
AND/OR/NAND/NOR: 71 / 71 / 16.97
multiplexers: 2 / 2 / 1.850
AND-OR/OR-AND: 125 / 125 / 39.61
XOR/XNOR: 26 / 26 / 11.23
adder cells (fa/ha/maj): 34 / 34 / 21.35
buffers and inverters: 24 / 105 / 9.007
[metrics by stage]
step                utilization (%)  hold slack [ps]  area [um^2]  setup slack (ps)  power (mW)
floorplan                         -            11110         2028             14190     0.04235
global placement              46.25            12070         2937             12760     0.08060
global route                  46.25            12140         2937             12500     0.08890
finish                        46.25            12070         2937             12760     0.07901
detailed placement            46.25            12080         2937             12750     0.07994
CTS                           46.25            12080         2937             12740     0.08054
[worst paths after layout]
| kind | to | from | slack (ps) |
|---|---|---|---|
| worst min-delay path | sum[31] | b[31] | 12070 |
| worst max-delay path | sum[11] | a[4] | 12760 |
No activity file was given, so power comes from the tool's default toggle rates.
